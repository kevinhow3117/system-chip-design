<file path="flow/run.sh">
#!/bin/bash
# OpenROAD 26Q1-2900-gdf79404cd8, Yosys 0.63+post, stock flow scripts
make -C /OpenROAD-flow-scripts/flow DESIGN_CONFIG=/design/flow/config.mk WORK_HOME=/design/flow/orfs finish
</file>
<file path="flow/constraint.sdc">
current_design breathing

set clk_period 1.4
set clk_io_pct 0.2

create_clock -name clk0 -period $clk_period [get_ports {clk}]

set non_clock_inputs [all_inputs -no_clocks]
set_input_delay [expr $clk_period * $clk_io_pct] -clock clk0 $non_clock_inputs
set_output_delay [expr $clk_period * $clk_io_pct] -clock clk0 [all_outputs]
</file>
<file path="flow/design.v">
`timescale 1ns / 1ps
module breathing(clk,rst,sw,led);
	input clk,rst;
	input [3:0]sw;
	output reg led;
	reg [3:0]count;
	always@(posedge clk or posedge rst)
	begin
		if(rst)
		begin
			count<=4'd0;
			led<=1'b0;
		end
		else
		begin
			count<=count+1;
			if(sw>count)
			begin
				led<=1'b1;
			end
			else
			begin
				led<=1'b0;
			end
		end
	end
endmodule
</file>
<file path="flow/config.mk">
export PLATFORM = sky130hd
export DESIGN_NAME = breathing
export DESIGN_NICKNAME = breathing
export VERILOG_FILES = /design/flow/design.v
export SDC_FILE = /design/flow/constraint.sdc
export NUM_CORES = 4
export LEC_CHECK = 1
export CORE_AREA = 10 10 70 70
export DIE_AREA = 0 0 80 80
</file>
==> CHANGELOG.md <==
## Implementation

* CP max stage delay at roughly 0.46 ns
* Placed inst area at 381.6 um^2
* Final hold slack at ~0.24 ns
* Fill count at 398
* Ports at 7
* Layout cells sized above 1 at 8.571%
* Flops & latches, synth at 5
* CTS tree: done
* Antenna violations before repair at 0
* Clock buffer depth at 2
* Period minus WS final at 1.288 ns
* Critical path's slowest cell: clkdlybuf4s50_1
* Synth area leaders: dfrtp_1, ha_1, inv_1
* Distinct lib cells at 12
* # Cells Yosys at 25
* Design area at 407.9 um^2
* Worst path cell trace: clkdlybuf4s50_1
* Fmax at 776.3 MHz
* Final wirelength at between 400 and 500 um
* Area occupied by registers at 125.1 um^2
* Pins Over Slew Limit at 0
* Total number of vias at 194
* Routed Antenna Nets at 0
* Die area at 6400 um^2
* WP buf/inv at 1
* Hold Buf Count CTS at 0
* GRT Total Usage at 1.811%
* Critical path arrival at between 1 and 1.5 ns
* Crit-path max FO at 1
* Worst rel slew slack at 87.00%
* Hold Fails Final Rpt at 0
* Postcts setup bufs at 0
* Synth Seq Share at 47.39%
* Synth warnings at 1
* RSZ-0062 raised after global routing: false
* Post-synthesis instance area at 264.0 um^2
* P&R area growth vs syn at 54.50%
* DIE WIDTH at 80 um
* Core Area at about 3400 um^2
* Hold WC Path Type: primary input to asynchronous set/reset pin
* Vias in the first global route at 208
* Design Power at about 340 uW
* Post-Syn Instances at 25
* Row count at 21
* Static leakage at 0.1819 nW
* CTS sink cnt at 5
* Largest net degree at the start of global routing at 6
* HPWL after DPL at 427.3 um
* P per Cell Area at between 800 and 900 nW/um^2
* DRC violations left at 0
* WL/cell at 5.827 um
* N_diodes at 0
* Synth area leader: dfrtp_1
* WS Path Type: flop to primary output
* Gate Area at around 120 um^2
* Drt pass-1 iters at 2
* Drt initial violations at 11
* Util after Layout at 11.94%
* Clock Skew at between 0.002 and 0.0025 ns
* FP Util at 7.729%
* Top delay family on crit path: buffers and inverters
* Yosys stat chip area at about 260 um^2
* Die Span Y at 80 um
* Clock Pin Slew Worst Setup and Hold Paths at 0.04 ns
* Max Cap Viol at 0
* # resized after CTS at 0
* CTS root buffer: clkbuf_4
* Tool Warnings at 25
* Clock Latency Late Sink at 0.24 ns
* Htree depth at 1
* Nature of the critical path startpoint: flop
* GRT overflow at 0
* Final setup viols at 0
* Worst VDD drop at 187.6 uV
* CP Capture Type: primary output
* Crit path DRT at around 1.1 ns
* First-pass GRT wire length at 841 um
* Fin crit share at 92.01%
* Syn_area_per_cell at 10.56 um^2
* Area share, top type at between 40 and 50%
* Port bufs at 6
* Status: completed
* Routability cong. at 0.7115
* Vias per cell at approximately 2.4
* Slew @ Worst Pin at around 0.19 ns
* TritonCTS buffer count at 3
report_power, final:
group	internal, mW	total, mW	switching, mW
sequential	0.146	0.146	0.000152
combinational	0.0199	0.0316	0.0117
clock	0.107	0.162	0.0542
total	0.273	0.340	0.0661
layout make-up:
type	count	area share (%)
clock buffers	4	6.442
inverters	6	5.521
multi-input cells	14	28.53
flip-flops and latches	5	30.67
well taps	46	14.11
repair buffers	6	14.72
metal layers:
| layer | GRT usage, % | vias to the layer above | part of all wire [%] |
|---|---|---|---|
| met5 | 0 | - | 0 |
| met4 | 0.1761 | 0 | 0 |
| met3 | 2.500 | 0 | 20 |
| met2 | 2.327 | 7 | 39 |
| met1 | 1.743 | 86 | 41 |
| li1 | - | 101 | - |
state kept, by name, indices dropped and copies added, names as in the netlist:
register,flops
led,1
count,4
placed cells by master, fill, tap and decap left out:
cell / synthesis / routed
o21ai_0: 1 / 1
dfrtp_1: 5 / 5
nand3_1: 1 / 1
a21oi_1: 1 / 1
ha_1: 5 / 5
nor2_1: 1 / 1
clkbuf_1: 0 / 1
o21ai_1: 1 / 1
clkbuf_4: 0 / 3
nand4_1: 1 / 1
clkdlybuf4s50_1: 0 / 6
inv_1: 6 / 6
nor2b_1: 1 / 1
xnor2_1: 1 / 1
xor2_1: 1 / 1
cell usage after synthesis:
| cell | number |
|---|---|
| inv_1 | 6 |
| o21ai_1 | 1 |
| xor2_1 | 1 |
| nand3_1 | 1 |
| nand4_1 | 1 |
| nor2b_1 | 1 |
| ha_1 | 5 |
| o21ai_0 | 1 |
| a21oi_1 | 1 |
| nor2_1 | 1 |
| xnor2_1 | 1 |
| dfrtp_1 | 5 |
per-stage QoR:
step                setup TNS (ns)  setup WS [ns]  instances
CTS                              0        0.09054         81
detailed placement        -0.07704       -0.07704         77
finish                           0         0.1118         81
global route                     0        0.05213         81
global placement          -0.04899       -0.04899         77
floorplan                        0         0.3362         25
path summary, 6_finish.rpt:
path / startpoint / endpoint / slack, ns / depth (start not counted)
max in group asynchronous: rst / count[0] / 0.99 / 2
max reg2reg: count[1] / led / 0.26 / 5
min: rst / count[3] / 0.24 / 2
max: led / led / 0.11 / 1
min reg2reg: count[3] / count[3] / 0.47 / 1
min in group clk0: count[3] / count[3] / 0.47 / 1
worst reg2reg max path, delay by kind of cell, from the launching register on:
kind	cells	cell delay, ns
and+or+nand+nor	1	0.14
adders and majority gates	1	0.28
AOI/OAI and AO/OA	2	0.20
buffers and inverters	1	0.05
DFF	1	0.36
kinds of logic (layout without fill, tap and decap cells):
| group | Yosys count | in the layout | synth area share (%) |
|---|---|---|---|
| adders and majority gates | 5 | 5 | 23.70 |
| xor gates and xnor gates | 2 | 2 | 6.636 |
| buffers and inverters | 6 | 16 | 8.530 |
| DFF | 5 | 5 | 47.39 |
| and+or+nand+nor | 4 | 4 | 8.057 |
| AOI/OAI and AO/OA | 3 | 3 | 5.682 |
Power figures rest on the tool's default switching activity, not on a simulated workload.
